==> ./design.v <==
module decoder_4X16(d, en, in);
    output [15:0] d;
    input en;
    input [3:0] in;
    wire [3:0] sub_en;
    decoder_2X4 m1(sub_en, 1'b1, in[3:2]);
    decoder_2X4 m2(d[15:12], sub_en[3], in[1:0]);
    decoder_2X4 m3(d[11:8], sub_en[2], in[1:0]);
    decoder_2X4 m4(d[7:4], sub_en[1], in[1:0]);
    decoder_2X4 m5(d[3:0], sub_en[0], in[1:0]);
endmodule
module decoder_2X4(d, en, in);
    output [3:0] d;
    input en;
    input [1:0] in;
    wire not_en, not_a, not_b;
    not (not_en, en);
    not (not_a, in[1]);
    not (not_b, in[0]);
    nor (d[0], not_en, in[1], in[0]);
    nor (d[1], not_en, in[1], not_b);
    nor (d[2], not_en, not_a, in[0]);
    nor (d[3], not_en, not_a, not_b);
endmodule
module decoder_4X16_tb;
    reg [3:0] in;
    wire [15:0] f;
    decoder_4X16 UUT(f, 1'b1, in);
    initial
        begin
            in = 4'b0000;
            repeat(15) #10 in = in + 1'b1;
        end
    initial $monitor("in = %b, output = %b", in, f);
endmodule
==> ./run.sh <==
#!/bin/bash
# OpenROAD 26Q1-2900-gdf79404cd8, Yosys 0.63+post, stock flow scripts
make -C /OpenROAD-flow-scripts/flow DESIGN_CONFIG=/design/flow/config.mk WORK_HOME=/design/flow/orfs finish
==> ./config.mk <==
export PLATFORM = sky130hd
export DESIGN_NAME = decoder_4X16
export DESIGN_NICKNAME = decoder_4X16
export VERILOG_FILES = /design/flow/design.v
export SDC_FILE = /design/flow/constraint.sdc
export NUM_CORES = 4
export LEC_CHECK = 1
export CORE_AREA = 10 10 70 70
export DIE_AREA = 0 0 80 80
==> ./constraint.sdc <==
current_design decoder_4X16

set clk_period 1.0
set clk_io_pct 0.2

create_clock -name clk0 -period $clk_period

set non_clock_inputs [all_inputs -no_clocks]
set_input_delay [expr $clk_period * $clk_io_pct] -clock clk0 $non_clock_inputs
set_output_delay [expr $clk_period * $clk_io_pct] -clock clk0 [all_outputs]
==> results.txt <==
run metrics: HPWL after detailed placement approximately 800 µm, number of antenna violations at the first check in global routing 0, Layout Cells excl Fill 103, RSZ-0062 raised after global routing yes, share of cells above drive strength 1 between 80 and 90%, number of remaining DRC errors 0, static power due to leakage between 0.3 and 0.4 nW, result of the run complete, but fails checks, Crit Path Max Fanout 5, routed wire length per instance between 10 and 15 µm, placed cell count between 90 and 100, fp util under 10%, Distinct lib cells used 7, setup slack after layout -0.112 ns, Synthesis Warnings 0, minimum clock period after layout 1.11 ns, die height 80 µm, Layout fillers around 380, post-synthesis cell type with the largest combined area sky130_fd_sc_hd__nor4b_4, Net Switching 0.0000766 W, maximum number of pins on one net before global-route repair 7, worst slew pin tran ~0.18 ns, maximum capacitance violations 0, path category of the worst min-delay check input port to output pin, number of OpenROAD warnings 35, Floorplan Core Area 3420 µm², Comb gate area 240 µm², number of placement rows 21, cell depth of the worst min-delay path 4, Setup-failing EPs final 12, overall fraction of global-route tracks in use under 10%, worst hold path startpoint in[0], kind of launch point of the worst setup path input port, number of cells produced by synthesis 20, Syn Area/Cell 13.8 µm², Largest type area fraction 34.4%, nature of the critical path endpoint output pin, 1st-pass router iterations 1, area of the die about 6400 µm², type of the worst setup path input port to output pin, register area 0 µm², power per cell area about 330 nW/µm², share of total power consumed by net switching roughly 34%, beginning of the critical path in[2], summed instance area of the synthesized netlist 277 µm², critical-path cell with the highest stage delay sky130_fd_sc_hd__nor4b_4, cells along the critical path buf_8, buf_12, buf_8, nor4b_4, buf_2, violations in the final reports setup timing, fraction of the yosys area taken by sequential cells 0%, initial drt markers 0, number of clock buffer instances in the layout 0, yosys cell count 20, Pint roughly 0.00015 W, worst endpoint data arrival time 0.91 ns, cycle use final 111%, routability cong. 0.655, maximum resistive drop on vdd 146 µV, antenna-violating nets left 0, WP data required 0.80 ns, synth-to-layout area growth 151%, Synth area leaders sky130_fd_sc_hd__nor4b_4 (34%), sky130_fd_sc_hd__and4bb_1 (18%), sky130_fd_sc_hd__buf_6 (16%), post-synth area from yosys stat 277 µm², cts hold-fix bufs 0, share of total power in sequential cells 0%, Boundary Pins 21, DR vias 328, logic gate share of total power roughly 100%, peak per-stage delay on the critical path 0.23 ns, Max Freq about 900 MHz, wire length of the first global-routing pass 1910 µm, total detailed-routing wirelength roughly 1100 µm, fraction of power consumed by the clock network 0%, grt ovf 0, number of global-route vias before repair 360, num sequential 0, Via-to-Cell Ratio roughly 3.2, Final TNS setup -0.785 ns, fin. max-slew vios 0, final count of hold timing violations 0, Rel. slew slack 88.1%, DIE WIDTH 80 µm, CP dominant cell by count sky130_fd_sc_hd__buf_8, commonest cells in the netlist sky130_fd_sc_hd__and4b_1 (4), sky130_fd_sc_hd__and4bb_1 (4), sky130_fd_sc_hd__buf_6 (4), sky130_fd_sc_hd__nor4b_4 (4), sky130_fd_sc_hd__and4bb_2 (2), number of antenna diodes 0, Power Total 0.000228 W, number of input and output port buffers inserted 20
-- layout by cell type, fill, tap and decap left out --
cell type                  instances
sky130_fd_sc_hd__clkbuf_2          1
sky130_fd_sc_hd__buf_12            4
sky130_fd_sc_hd__buf_6            11
sky130_fd_sc_hd__buf_2            15
sky130_fd_sc_hd__and4bb_1          4
sky130_fd_sc_hd__nor4b_4           4
sky130_fd_sc_hd__and4_1            1
sky130_fd_sc_hd__and4bb_2          2
sky130_fd_sc_hd__and4b_1           4
sky130_fd_sc_hd__nor4_4            1
sky130_fd_sc_hd__buf_8             5
sky130_fd_sc_hd__buf_4             5
-- logic make-up (layout without fill, tap and decap cells) --
| logic type | Yosys count | after routing | synth area share (%) |
|---|---|---|---|
| buffers and inverters | 4 | 41 | 16.3 |
| AND/OR/NAND/NOR | 16 | 16 | 83.7 |
-- layer usage --
metal	track usage [%]	vias up	routed length, µm
met5	0	-	0
met3	1.59	0	125
li1	-	164	-
met2	4.98	15	455
met4	0	0	0
met1	5.41	149	553
-- power groups by stage --
| stage | clock network [W] | registers, W | logic, W |
|---|---|---|---|
| finish | 0 | 0 | 0.000228 |
| global route | 0 | 0 | 0.000246 |
| CTS | 0 | 0 | 0.000229 |
-- timing repair --
| action | in CTS | in global routing |
|---|---|---|
| gates cloned | 1 | 0 |
| pin swaps | 10 | 7 |
| endpoints found under the setup margin | 16 | 16 |
| buffers inserted | 10 | 1 |
| resized | 88 | 7 |
-- worst max-delay path: cells and delay by family --
kind | cells | cell delay (ns)
simple gates | 1 | 0.23
buf+inv | 4 | 0.48
-- cell type report --
type                            instances  area share [%]
Multi-Input combinational cell         16            34.6
Tap cell                               46            8.29
Timing Repair Buffer                   41            57.1
-- stage by stage --
stage          setup WS, ns  util (%)  hold WS (ns)  cell area, µm²
2_1_floorplan         0.255         -         0.535             277
3_3_place_gp         -0.849      17.6          1.54             602
3_5_place_dp         -0.868      17.6          1.54             602
4_1_cts              -0.131      20.2         0.775             691
5_1_grt              -0.178      20.3         0.791             694
6_report             -0.112      20.3         0.768             694
-- worst paths after layout --
path	end	slack, ns
max	d[2]	-0.11
min	d[0]	0.77
Power and IR drop assume default switching activity.

==> flow/run.sh <==
#!/bin/bash
# OpenROAD 26Q1-2900-gdf79404cd8, Yosys 0.63+post, stock flow scripts
make -C /OpenROAD-flow-scripts/flow DESIGN_CONFIG=/design/flow/config.mk WORK_HOME=/design/flow/orfs finish
==> flow/config.mk <==
export PLATFORM = sky130hd
export DESIGN_NAME = seven_seg_driver
export DESIGN_NICKNAME = seven_seg_driver
export VERILOG_FILES = /design/flow/design.v
export SDC_FILE = /design/flow/constraint.sdc
export NUM_CORES = 4
export LEC_CHECK = 1
export CORE_AREA = 10 10 70 70
export DIE_AREA = 0 0 80 80
==> flow/constraint.sdc <==
current_design seven_seg_driver

set clk_period 1.6
set clk_io_pct 0.2

create_clock -name clk0 -period $clk_period

set non_clock_inputs [all_inputs -no_clocks]
set_input_delay [expr $clk_period * $clk_io_pct] -clock clk0 $non_clock_inputs
set_output_delay [expr $clk_period * $clk_io_pct] -clock clk0 [all_outputs]
==> flow/design.v <==
module seven_seg_driver(seven_seg, w, x, y, z);
    output [6:0] seven_seg;
    input w, x, y, z;
    assign seven_seg[6] = (w&~x&~y) | (~w&x&z) | (~w&y) | (~x&~y&~z);                        
    assign seven_seg[5] = (~w&~y&~z) | (~w&y&z) | (~w&~x) | (~x&~y);                         
    assign seven_seg[4] = (~x&~y) | (~w&z) | (~w&x);                                         
    assign seven_seg[3] = (~w&x&~y&z) | (~w&~x&y) | (~w&y&~z) | (w&~x&~y) | (~x&~y&~z);      
    assign seven_seg[2] = (~x&~y&~z) | (~w&y&~z);                                            
    assign seven_seg[1] = (~w&x&~y) | (~w&x&~z) | (w&~x&~y) | (~x&~y&~z);                    
    assign seven_seg[0] = (~w&~x&y) | (~w&x&~y) | (w&~x&~y) | (~w&x&~z);                     
endmodule
module seven_seg_driver_tb;
    reg [3:0] in;
    wire [6:0] f;
    seven_seg_driver UUT(f, in[3], in[2], in[1], in[0]);
    initial
        begin
            in = 4'b0000;
            repeat(15) #10 in = in + 1'b1;
        end
    initial $monitor("in = %b, seg_out = %b", in, f);
endmodule
==> run summary <==
status: finished clean
Post-Syn Area per Cell: 5.858 um2
synth warn: 0
crit path DRT: 1.28 ns
Cell Pwr Density: 225.9 nW/um2
Top cell area share: 11.65%
critical path type: input pin to output pin
Period minus WS final: 1.563 ns
number of max-cap violations: 0
final count of hold timing violations: 0
post-layout period usage: 97.69%
area reported by Yosys stat: 128.9 um2
CP max stage cell: or3b_4
crit path launch type: input pin
CP peak stage delay: 0.40 ns
Post-Syn Instances: 22
synth unique cells: 14
Row Count: 21
total negative slack: 0 ns
Slew headroom: 90.14%
core area: 3416 um2
critical-path maximum fanout: 4
VDD IR max: 37.73 uV
cell chain of the critical path: buf_8, or3b_4, a21oi_4, nor2_1, dlygate4sd2_1
Tool Warnings: 33
Seq share, synth: 0%
fraction of layout cells with a size suffix above 1: 42.11%
port bufs: 11
Slew Limit Fails: 0
Hold Path Depth: 4
RSZ-0062 raised after global routing: true
# diodes: 0
Worst Tran Pin Value: 0.1463 ns
Vert. Die Dim: 80 um
Vias/cell: 2.476
type of the most critical hold path: input pin to output pin
top cells, area: nor2_1 (12%), nand2b_1 (9.7%), buf_6 (8.7%), nand2_1 (8.7%), or3b_4 (8.7%)
Power, Total: 0.00007661 W
ys cells: 22
Seq cells: 0
arrival time worst endpoint: 1.24 ns
first drt pass iteration count: 2
Placed Cells incl. Taps: 83
fmax: 639.7 MHz
fp util: 3.773%
layout overhead on the synthesized area: 163.1%
hold_sp: x
total number of vias: 208
FF+latch area: 0 um2
Routed Antenna Nets: 0
fin cells: 84
area leader, netlist: nor2_1
Placer Congestion: 0.7257
initial antenna violation count: 0
final setup vio count: 0
Worst Setup End Kind: output pin
drc violations: 0
Die W: 80 um
I/O pin count: 11
vias in the first global route: 200
Post-Syn Area: 128.9 um2
hold path endpoint: seven_seg[6]
Global Route Usage Sum: 1.686%
total wire length: 569 um
initial DRC count: 8
static leakage: 0.1455 nW
pin count of the biggest net entering global routing: 7
Die Area: 6400 um2
DP HPWL: 444 um
first-pass GRT wire length: 931 um
Overflow after GRT: 0
clkbuf count: 0
post-DR wirelength/cell: 6.774 um
[kinds of logic after synthesis]
group / synth area share, %
and+or+nand+nor: 52.42
AOI/OAI and AO/OA: 38.84
buffers and inverters: 8.737
[power breakdown]
part	total, W	switching (W)	leakage [nW]	internal, W
logic	0.0000766	0.0000292	0.145	0.0000475
clock network	0	0	0	0
registers	0	0	0	0
total	0.0000766	0.0000292	0.145	0.0000475
[worst max-delay path: cells and delay by family]
family / cells / cell delay, ns
buffers and inverters: 2 / 0.33
AND-OR/OR-AND: 1 / 0.14
AND/OR/NAND/NOR: 2 / 0.45
[what timing repair did]
action	in CTS	in global routing
cloned	0	0
pin swaps	7	1
hold buffers	0	0
gates resized	31	5
endpoints found under the setup margin	7	5
buffers inserted	2	0
[cell usage in the layout (no fill, tap or decap)]
cell / instances
o22ai_1: 1
o21a_1: 1
nand2b_4: 1
buf_2: 2
and3_1: 1
o21ai_2: 1
or2_4: 1
clkbuf_2: 1
a21oi_4: 1
nor2_1: 4
buf_6: 2
o21ai_0: 1
a21boi_1: 1
buf_4: 5
dlygate4sd2_1: 6
or3b_4: 1
buf_8: 1
a21oi_1: 2
nand3_1: 1
nand2b_1: 1
nand2_1: 3
[final cells by class]
| cell class | count | area (um2) |
|---|---|---|
| fillers | 400 | 3077 |
| multi-input cells | 21 | 138.9 |
| well taps | 46 | 57.56 |
| repair buffers | 17 | 142.6 |
[worst max path at each step]
stage                 from            to  depth (start not counted)
after CTS                x  seven_seg[3]                          5
after global routing     x  seven_seg[3]                          5
final                    x  seven_seg[3]                          5
[per-layer routing]
metal / track usage (%) / share of wire (%)
met4: 0 / 0
met1: 2.373 / 53
met2: 2.408 / 30
met5: 0 / 0
met3: 0.7955 / 16
[metrics by stage]
| stage | utilization (%) | cell area (um2) | setup WS, ns | hold WS [ns] |
|---|---|---|---|---|
| floorplan | - | 128.9 | 0.2781 | 0.6506 |
| global placement | 9.451 | 322.8 | -0.5936 | 1.707 |
| detailed placement | 9.451 | 322.8 | -0.5936 | 1.693 |
| CTS | 9.707 | 331.6 | 0.03346 | 0.9902 |
| global route | 9.927 | 339.1 | 0.0008459 | 1.008 |
| finish | 9.927 | 339.1 | 0.03688 | 0.9846 |
[cells in the mapped netlist]
library cell and n:
buf_6 1, a21oi_1 2, a21boi_0 1, a21oi_2 1, nand2b_1 2, and3_1 1
nand2_1 3, nor2_1 4, o21a_1 1, o22ai_1 1, nand3_1 1, or2_2 1
o21ai_0 2, or3b_4 1
No activity file was given, so power comes from the tool's default toggle rates.

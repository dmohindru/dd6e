<file path="flow/design.v">
module mux_16x1(y, s, d);
    output y;
    input [3:0] s;
    input [15:0] d;
    mux_8x1 m1(mux0_out, s[2:0], d[7:0]);
    mux_8x1 m2(mux1_out, s[2:0], d[15:8]);
    mux_2x1 m3(y, s[3], {mux1_out, mux0_out});
endmodule
module mux_2x1 (y, s, d);
    output y;
    input s;
    input [1:0] d;
    wire not_s, d0_out, d1_out;
    not (not_s, s);
    nand (d0_out, not_s, d[0]);
    nand (d1_out, s, d[1]);
    nand (y, d0_out, d1_out);
endmodule
module mux_8x1 (y, s, d);
    output y;
    input [2:0] s;
    input [7:0] d;
    wire not_s0, not_s1, not_s2, d0_out, d1_out, d2_out, d3_out, d4_out, d5_out, d6_out, d7_out;
    not (not_s0, s[0]);
    not (not_s1, s[1]);
    not (not_s2, s[2]);
    nand (d0_out, not_s2, not_s1, not_s0, d[0]);
    nand (d1_out, not_s2, not_s1, s[0], d[1]);
    nand (d2_out, not_s2, s[1], not_s0, d[2]);
    nand (d3_out, not_s2, s[1], s[0], d[3]);
    nand (d4_out, s[2], not_s1, not_s0, d[4]);
    nand (d5_out, s[2], not_s1, s[0], d[5]);
    nand (d6_out, s[2], s[1], not_s0, d[6]);
    nand (d7_out, s[2], s[1], s[0], d[7]);
    nand (y, d0_out, d1_out, d2_out, d3_out, d4_out, d5_out, d6_out, d7_out);
endmodule
module mux_16x1_tb;
    reg [15:0] in;
    reg [3:0]s;
    wire y;
    mux_16x1 UUT(y, s, in);
    initial
        begin
            in = 16'b0101010101010101;
            s = 4'b0000;
            repeat (15) #10 s = s + 1'b1;
        end
    initial $monitor("in = %b, s = %b, y = %b", in, s, y);
endmodule
</file>
<file path="flow/run.sh">
#!/bin/bash
# OpenROAD 26Q1-2900-gdf79404cd8, Yosys 0.63+post, stock flow scripts
make -C /OpenROAD-flow-scripts/flow DESIGN_CONFIG=/design/flow/config.mk WORK_HOME=/design/flow/orfs finish
</file>
<file path="flow/config.mk">
export PLATFORM = sky130hd
export DESIGN_NAME = mux_16x1
export DESIGN_NICKNAME = mux_16x1
export VERILOG_FILES = /design/flow/design.v
export SDC_FILE = /design/flow/constraint.sdc
export NUM_CORES = 4
export LEC_CHECK = 1
export CORE_AREA = 10 10 70 70
export DIE_AREA = 0 0 80 80
</file>
<file path="flow/constraint.sdc">
current_design mux_16x1

set clk_period 1.6
set clk_io_pct 0.2

create_clock -name clk0 -period $clk_period

set non_clock_inputs [all_inputs -no_clocks]
set_input_delay [expr $clk_period * $clk_io_pct] -clock clk0 $non_clock_inputs
set_output_delay [expr $clk_period * $clk_io_pct] -clock clk0 [all_outputs]
</file>
==> results.toml <==
# implementation run metrics
[finish]
seq_area_um2 = 0
seq_cells = 0
drive_gt1_frac = 0.675
final.clkbuf_count = 0
p_r_area_growth_vs_syn_pct = 157

[routing]
antenna_cells = 0
route.layer.met1.wl_um = 536
highest-signal-layer = "met3"
drcViolationCount = 0
via_count_normalized_by_instance_count = 2.83
detailedRoute.firstPassIterationCount = 2
drt.antenna.violating_nets = 0
postRouteWirelength_um = 907
wire_per_inst_um = 10.5
drt_iter0_drc = 8
met3RoutedLength_um = 98
met2_wirelength_um = 272
detailroute.via_count = 243

[pwr]
total_switching_power_uw = 36.5
ir_drop_v = 0.0000701
seqPwrFrac = 0
power.static_leakage_uw = 0.000168
switching_part_of_the_total_power = 0.383
relative_contribution_of_combinational_cells_to_total_power = 1.000
power.density_nw_per_um2 = 222
cell_internal_pwr_uw = 58.7
pwr-share-clk = 0

[floorplan]
initial_utilization = 0.0487
boundaryPins = 21
chipWidth_um = 80
core-area_um2 = 3420
die_area_um2 = 6400
die_h_um = 80
rows = 21

[final_timing]
rsz0062_at_grt = "yes"
min_setup_slack_post_route_ns = -0.00868
worstMarginPinSlew_ns = 0.259
finalCritPeriodShare = 1.01
final.hold.worst_slack_ns = 1.14
fmax_ghz = 0.622
final_hold_fails = 0
timing.final.crit_period_ns = 1.61
max-slew-margin-rel = 0.827
timing.final.max_slew_violations = 0
setup_viol = 1

[run_status]
failed_checks = "negative setup slack"
outcome = "finished, violations left"

[placed_design]
finalWeightedCongestion = 0.754
dp.final_hpwl_um = 785
tally_of_buffers_added_on_design_ports = 21
worst_slack_after_detailed_placement_ns = -0.868

[logic_synthesis]
synth.yosys.seq_area_share = 0
synthesis.instances = 19
synthesis.area_per_instance_um2 = 8.76
synth.cell_area_um2 = 166
synth.yosys.warnings = 2
synth_chip_area_um2 = 166
synth.distinct_cells = 17
yosys_cells = 19

[worst_setup_path]
crit_path_end_kind = "output port"
critical_path.max_fanout = 4
cp_data_arrival_time_ns = 1.29
crit_type = "in -> out"
timing.critical_path.from_type = "input pin"
worst_ep_required_time_ns = 1.28

[global_routing]
grt_max_degree = 10
global_route_wire_length_before_repair_mm = 1.36
gr-usage-all-layers = 0.0264
antenna_found_initial = 0
grt_overflow_total = 0
grt_pass1_vias = 274

[min_path]
hold_depth = 3
holdPathEnd = "y"
hold_class = "in -> out"
hold_path_startpoint = "s[3]"

[flow_run]
tool_warnings = 34
cap_violations = 0

[cts]
cts_setup_buffers = 0
cts_hold_buf = 0
what timing repair did:
item | in CTS | in global routing
endpoints found under the hold margin | 0 | 0
resized | 56 | 12
pin swaps | 8 | 5
setup endpoints to repair | 1 | 1
worst max-delay path, cell delays in order:
cell and delay [ns]:
buf_8 0.08, mux4_2 0.50, mux2i_2 0.20, a2bb2oi_2 0.07
buf_2 0.12
cell usage after synthesis (all sizes together):
cell	number	share of area
buf	2	0.098
inv	2	0.045
mux4	2	0.27
a2111oi	1	0.060
a21oi	1	0.030
a2bb2oi	1	0.053
a311oi	1	0.053
a31oi	1	0.038
a41oi	1	0.053
and3	1	0.038
and3b	1	0.060
mux2i	1	0.060
nand3	1	0.030
nand3b	1	0.045
nor2	1	0.023
nor3b	1	0.045
logic make-up after synthesis:
kind of cell	after synthesis	share of synthesized area
AND-OR/OR-AND	6	0.286
buffers and inverters	4	0.143
multiplexers	3	0.331
AND/OR/NAND/NOR	6	0.241
through the flow:
stage               cells  setup TNS, ns   util  cell area [um2]  power [uW]
floorplan              19              0      -              166        33.5
global placement       86         -0.865  0.127              433        95.1
detailed placement     86         -0.868  0.127              433        96.5
CTS                    86        -0.0104  0.115              392        80.0
global route           86        -0.0412  0.125              428         104
finish                 86       -0.00868  0.125              428        95.2
worst max-delay path by stage:
| stage | from | end | slack, ns | cells past startpoint |
|---|---|---|---|---|
| CTS | s[0] | y | -0.01 | 5 |
| global route | s[0] | y | -0.04 | 5 |
| finish | s[0] | y | -0.009 | 5 |
power groups by stage:
| stage | clock network (uW) | logic [uW] | registers (uW) |
|---|---|---|---|
| finish | 0 | 95.2 | 0 |
| global route | 0 | 104 | 0 |
| CTS | 0 | 80.0 | 0 |
layout make-up:
| cell class | instances | area, um2 |
|---|---|---|
| fillers | 412 | 2990 |
| inverters | 2 | 7.51 |
| multi-input cells | 15 | 198 |
| well taps | 46 | 57.6 |
| repair buffers | 23 | 165 |
per-layer routing:
| layer | GRT usage | up-vias |
|---|---|---|
| met2 | 0.0321 | 21 |
| li1 | - | 121 |
| met5 | 0 | - |
| met4 | 0 | 0 |
| met1 | 0.0433 | 101 |
| met3 | 0.0102 | 0 |
cell usage in the layout, fill, tap and decap left out:
cell,n
buf_2,9
dlygate4sd2_1,7
buf_4,3
inv_1,2
mux4_2,2
clkbuf_2,2
nor3b_2,1
a31oi_1,1
and3b_2,1
a311oi_2,1
a21oi_2,1
nand3b_1,1
nand3_1,1
nor2_1,1
and3_4,1
a2111oi_4,1
a41oi_2,1
mux2i_2,1
a2bb2oi_2,1
buf_8,1
buf_6,1
Power and IR drop assume default switching activity.
